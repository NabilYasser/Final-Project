File: /design/flow/run.sh
#!/bin/bash
# OpenROAD 26Q1-2900-gdf79404cd8, Yosys 0.63+post, stock flow scripts
make -C /OpenROAD-flow-scripts/flow DESIGN_CONFIG=/design/flow/config.mk WORK_HOME=/design/flow/orfs finish
File: /design/flow/config.mk
export PLATFORM = sky130hd
export DESIGN_NAME = ALU
export DESIGN_NICKNAME = ALU
export VERILOG_FILES = /design/flow/design.v
export SDC_FILE = /design/flow/constraint.sdc
export NUM_CORES = 4
export LEC_CHECK = 1
export CORE_UTILIZATION = 50
File: /design/flow/constraint.sdc
current_design ALU

set clk_period 1.0
set clk_io_pct 0.2

create_clock -name clk0 -period $clk_period [get_ports {clk}]

set non_clock_inputs [all_inputs -no_clocks]
set_input_delay [expr $clk_period * $clk_io_pct] -clock clk0 $non_clock_inputs
set_output_delay [expr $clk_period * $clk_io_pct] -clock clk0 [all_outputs]
File: /design/flow/design.v
module ALU #(
    parameter Data_width='d8,Output_Data_width='d16,Num_Of_instructions='d14,
    Decoder_Size=$clog2(Num_Of_instructions)
) (
    input  wire                      clk      ,
    input  wire                      rst      ,
    input  wire [Data_width-1:0]     Operand_A,
    input  wire [Data_width-1:0]     Operand_B,
    input  wire [Decoder_Size-1:0]   ALU_Fun  ,
    input  wire                      Enable   ,
    output reg  [Output_Data_width-1:0]     ALU_Out  ,
    output reg                       Out_Valid
);
reg [Output_Data_width-1:0] ALU_Out_Comb;
reg Out_Valid_Comb;
localparam Add ='d0, 
           Sub ='d1,
           Multi='d2,
           Div='d3,
           AND='d4,
           OR='d5,
           NAND='d6,
           NOR='d7,
           XOR='d8,
           XNOR='d9,
           CMP_Eq='d10,
           CMP_La='d11,
           CMP_Le='d12,
           Shift_Right='d13,
           Shift_Left='d14;
always @(posedge clk or negedge rst) begin
    if (!rst) begin
        ALU_Out<='b0;
        Out_Valid<='b0;
    end else begin
        ALU_Out<=ALU_Out_Comb;
        Out_Valid<=Out_Valid_Comb;
    end
end
always @(*) begin
    Out_Valid_Comb='b0;
    ALU_Out_Comb='b0;
    if (Enable) begin
    Out_Valid_Comb='b1;
    case (ALU_Fun)
        Add:begin
            ALU_Out_Comb=Operand_A+Operand_B;
        end 
        Sub:begin
            ALU_Out_Comb=Operand_A-Operand_B;
        end
        Multi:begin
            ALU_Out_Comb=Operand_A*Operand_B;  
        end
        Div:begin
            ALU_Out_Comb=Operand_A/Operand_B;  
        end
        AND:begin
            ALU_Out_Comb=Operand_A & Operand_B;
        end
        OR:begin
            ALU_Out_Comb=Operand_A | Operand_B;
        end
        NAND:begin
            ALU_Out_Comb=~(Operand_A & Operand_B);
        end
        NOR:begin
            ALU_Out_Comb=~(Operand_A | Operand_B);
        end
        XOR:begin
            ALU_Out_Comb=Operand_A ^ Operand_B;
        end
        XNOR:begin
            ALU_Out_Comb=~(Operand_A ^ Operand_B);
        end
        CMP_Eq:begin
            if (Operand_A==Operand_B) begin
                ALU_Out_Comb='b1;
            end else begin
                ALU_Out_Comb='b0;
            end
        end
        CMP_La:begin
            if (Operand_A>Operand_B) begin
                ALU_Out_Comb='b1;
            end else begin
                ALU_Out_Comb='b0;
            end
        end
        CMP_Le:begin
            if (Operand_A<Operand_B) begin
                ALU_Out_Comb='b1;
            end else begin
                ALU_Out_Comb='b0;
            end
        end
        Shift_Right:begin
            ALU_Out_Comb=Operand_A>>1;
        end
        Shift_Left:begin
            ALU_Out_Comb=Operand_A<<1;
        end
        default:ALU_Out_Comb='b0; 
    endcase
end else begin
    Out_Valid_Comb='b0;
    ALU_Out_Comb='b0;
end
end
endmodule
==> Changelog: implementation <==
### Physical design

- Leakage power: 7.68 nW
- Final core utilization: 0.853
- # Cells Yosys: 1255
- DRC errors left: 15
- Total track usage: 0.373
- Finished layout cell area: between 0.015 and 0.02 sq mm
- GPL Wtd Cong: 1.01
- CP Max Fanout: 7
- Fin. Hold Viols: 0
- Number of port buffers: 39
- Largest net degree at the start of global routing: 23
- Slowest cell delay on critical path: 0.53 ns
- Fp util: 0.513
- Crit path kind: primary input to flop
- Asr flop ratio synth: 1.00
- TritonCTS clock tree: yes
- Slew of the pin with the lowest slew margin: 0.638 ns
- Final setup margin: -23.63 ns
- H-tree level count: 1
- Sw frac: 0.453
- Primary FF master, synth: dfrtp_1
- Max_slew headroom: 0.564
- # hold bufs at CTS: 0
- Number of antenna diodes: 0
- Clock share of power: 0.013
- Die ar.: 0.0191 sq mm
- Global-route wire length before repair: 56300 microns
- CTS buffer count: 3
- Internal Power: 36.0 mW
- Max IR drop VDD: approximately 0.0062 V
- Number of vias per cell: 5.95
- Power share of the combinational group: 0.975
- Share of cells above drive strength 1: 0.454
- DP Wirelength: 25500 microns
- Avg Cell Area, Syn: 7.40 sq um
- Initial antenna violation count: 1
- Final wirelength: 38400 microns
- Drt pass-1 iters: about 50
- Yosys Chip Area: 0.00928 sq mm
- Post-DRT Antenna Nets: 0
- Cycle use final: 24.6
- Post-synth area hogs: ha_1 22%, fa_1 8.2%, nor2_1 5.1%, nand2_1 5.0%, dfrtp_1 4.6%
- CTS sink count: 17
- Worst-path clk slew: 0.05 ns
- DIE WIDTH: between 100 and 150 microns
- Area after DPL: 0.0135 sq mm
- Synth area leader: ha_1
- Distinct lib cells used: about 90
- Setup violators final: 17
- Most frequent cell on the critical path: o21a_1
- CP endpoint kind: flop
- Pwr Density: between 4000 and 5000 mW/mm^2
- Status: finished, violations left
- CP max stage cell: or4b_4
- GRT overflow: 0
- Cells after Synth: 1255
- Synth Warn #: 1
- Core ar.: 0.0181 sq mm
- Via count: 12.4k
- Max-slew violations: 0
- Failing checks: DRC, setup timing
- Worst Path Arrival: between 20 and 25 ns
- RSZ-0062 raised after global routing: true
- Row count: between 40 and 50
- Vias in the first global route: 11.3k
- Yosys top cell area share: 0.220
- Post-synthesis register bit count: 17
- Sequential power share: 0.012
- DR WL/cell: 18.5 microns
- CP Launch Type: primary input
- Clk root buf: clkbuf_16
- Sw power: 29.8 mW
- Hold_ws: 0.288 ns
- Highest Clock Rate: 40.6 MHz
- Area Growth Syn to Fin: 66.2%
- Post-synth EDFFs: 0
- Tmin final: 24.63 ns
- Hold Path Class: primary input to asynchronous set/reset pin
- Tot Pwr: around 66 mW
- Die height: between 100 and 150 microns
- DRT iter0 DRCs: 887
- OpenROAD warning count: between 40 and 50
- Max-cap violations: 0
- Clock Path Buffers: 2
- Synth Seq Share: 0.0458
- # IOs: 40
- Mapped cell area: just over 0.009 sq mm
- CP required: ~1.1 ns
==> worst paths after layout <==
check                              from         end  slack [ns]  depth (start not counted)
worst max-delay path       Operand_B[3]  ALU_Out[0]      -23.63                        137
max in group asynchronous           rst  ALU_Out[8]        0.58                          2
worst min-delay path                rst  ALU_Out[1]        0.29                          2
min in group clk0                Enable   Out_Valid        0.42                          1
==> logic make-up after synthesis <==
| group | synth area share |
|---|---|
| flops | 0.0458 |
| other cells | 0.000404 |
| fa+ha+maj | 0.302 |
| simple gates | 0.219 |
| compound gates | 0.288 |
| xor+xnor | 0.0519 |
| buf+inv | 0.0601 |
| mux | 0.0337 |
==> layer usage <==
layer	vias up	part of all wire	track usage	wire, microns
met5	-	0	0.00251	0
met4	0	0.036	0.147	1390
li1	5794	-	-	-
met1	5842	0.44	0.518	16800
met3	112	0.092	0.0748	3530
met2	614	0.44	0.580	16800
==> synthesized netlist by cell type, drive strengths merged, types with 6 or more instances <==
| library cell | count |
|---|---|
| buf | 10 |
| a21o | 24 |
| a221o | 6 |
| and3 | 7 |
| xnor2 | 34 |
| o21ai | 70 |
| o21bai | 15 |
| a211oi | 9 |
| nor2b | 11 |
| or3 | 15 |
| a221oi | 8 |
| o211ai | 11 |
| inv | 94 |
| nand4 | 7 |
| nand3 | 25 |
| a21oi | 85 |
| o31ai | 28 |
| clkbuf | 35 |
| o221ai | 7 |
| ha | 163 |
| xor2 | 21 |
| fa | 38 |
| and2 | 10 |
| dfrtp | 17 |
| nor3 | 54 |
| nand2 | 125 |
| a31oi | 14 |
| mux2 | 18 |
| a22oi | 8 |
| nor2 | 126 |
| mux2i | 11 |
| nand2b | 16 |
| nor4 | 9 |
| o22ai | 9 |
| o21a | 44 |
==> power groups by stage <==
stage     sequential (mW)  clock (mW)  combinational, mW
6_report            0.793       0.824               64.2
5_1_grt             0.799       0.880               68.1
4_1_cts             0.794       0.833               58.2
==> layout by cell type (no fill, tap or decap), types with 28 or more instances in the layout <==
cell	count
xnor2_1	34
o21a_1	44
buf_4	558
nand2_1	113
a21oi_2	28
inv_1	81
nor2_1	104
nor3_1	46
o21ai_0	45
a21oi_1	48
ha_1	140
fa_1	35
==> final cells by class <==
type                       count  area (sq um)
timing repair buffer         625          4830
fill                         929          2650
clock buffer                   4          78.8
inverter                      95           370
sequential                    17           425
tap                          229           287
multi-input combinational   1106          9440
==> worst max-delay path: cells and delay by family <==
kind,cells,cell delay (ns)
compound gates,72,11.92
xor+xnor,1,0.24
fa+ha+maj,15,4.07
buf+inv,7,1.09
mux,5,1.25
simple gates,37,5.94
==> registers in the layout, indices dropped and copies added (netlist names) <==
name,flops
Out_Valid,1
ALU_Out,16
==> repair_timing <==
action,CTS,global route
endpoints found under the setup margin,33,24
endpoints found under the hold margin,0,0
gates resized,141,144
pin swaps,80,121
buffers inserted,100,48
gates cloned,1,0
==> metrics by stage <==
stage / setup TNS, ns / cells / worst slack (ns)
floorplan: -172.12 / 1262 / -24.10
global placement: -179.69 / 1926 / -23.44
detailed placement: -182.14 / 1926 / -23.77
CTS: -170.56 / 2031 / -22.66
global route: -183.65 / 2076 / -24.72
finish: -176.37 / 2076 / -23.63
Power is estimated from default activity; no workload was simulated.
