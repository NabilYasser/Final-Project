--- flow/run.sh ---
#!/bin/bash
# OpenROAD 26Q1-2900-gdf79404cd8, Yosys 0.63+post, stock flow scripts
make -C /OpenROAD-flow-scripts/flow DESIGN_CONFIG=/design/flow/config.mk WORK_HOME=/design/flow/orfs finish
--- flow/config.mk ---
export PLATFORM = sky130hd
export DESIGN_NAME = REG_File
export DESIGN_NICKNAME = REG_File
export VERILOG_FILES = /design/flow/design.v
export SDC_FILE = /design/flow/constraint.sdc
export NUM_CORES = 4
export LEC_CHECK = 1
export CORE_UTILIZATION = 50
--- flow/constraint.sdc ---
current_design REG_File

set clk_period 2.7
set clk_io_pct 0.2

create_clock -name clk0 -period $clk_period [get_ports {clk}]

set non_clock_inputs [all_inputs -no_clocks]
set_input_delay [expr $clk_period * $clk_io_pct] -clock clk0 $non_clock_inputs
set_output_delay [expr $clk_period * $clk_io_pct] -clock clk0 [all_outputs]
--- flow/design.v ---
module REG_File #(
    parameter Data_width='d8,REG_File_Depth='d16,Address_Depth=$clog2(REG_File_Depth),ALU_Operand_A_RST='b0,ALU_Operand_B_RST='b0,
    UART_Config_RST='b000011100,  
    Div_Ratio_RST='b00001000
) (
    input  wire                      clk         , 
    input  wire                      rst         ,
    input  wire [Address_Depth-1:0]  Address     ,
    input  wire                      WrEn        ,
    input  wire                      RdEn        ,
    input  wire [Data_width-1:0]     WrData      ,
    output wire [Data_width-1:0]      RdData       ,
    output reg                      RdData_Valid ,
    output wire [Data_width-1:0]    REG0_ALU_A   ,
    output wire [Data_width-1:0]    REG1_ALU_B   ,
    output wire [6:0]    REG2_UART    ,
    output wire [3:0]    REG3_DIV  
);
    integer i;
    reg [Data_width-1:0] Memory [0:REG_File_Depth-1];
    always @(posedge clk or negedge rst) begin
        if (!rst) begin
            Memory[0]<=ALU_Operand_A_RST;
            Memory[1]<=ALU_Operand_B_RST;
            Memory[2]<=UART_Config_RST; 
            Memory[3]<=Div_Ratio_RST; 
            for (i ='d4 ;i<REG_File_Depth ;i=i+1 ) begin
                Memory[i]<='b0;
            end
        end else if (WrEn) begin
            Memory[Address]<=WrData;
        end 
    end
    assign RdData=Memory[Address];
    assign REG0_ALU_A=Memory[0];
    assign REG1_ALU_B=Memory[1];
    assign REG2_UART=Memory[2];
    assign REG3_DIV=Memory[3];
    always @(*) begin
        if (RdEn) begin
            RdData_Valid='b1;
        end else begin
            RdData_Valid='b0;
        end
    end
endmodule
==> load_flow_metrics.sql <==
-- load yosys + openroad results
INSERT INTO impl_metrics (metric_group, metric, value, unit) VALUES
('cts', 'clk_pin_slew', '50', 'ps'),
('yosys', 'synth_chip_area', '6320', 'um^2'),
('yosys', 'xor_area_share', '0', '%'),
('die', 'design.core.area', '12200', 'um^2'),
('die', 'placement_rows', '40', ''),
('power_and_ir_drop', 'p_total', '5.94', 'mW'),
('power_and_ir_drop', 'combinationalPowerShare', '19.5', '%'),
('final_timing', 'final-hold-violation-count', '0', ''),
('final_timing', 'timing_max_transition_violations_final', '0', ''),
('yosys', 'ys_sh_adder', '0', '%'),
('yosys', 'post_synth_main_logic_family', 'multiplexers', ''),
('final_timing', 'max_slew_margin', '50.2', '%'),
('worst_setup_path', 'crit-reg2reg-launch', 'Memory[2][2]', ''),
('placement', 'finalWeightedCongestion', '0.912', ''),
('cells_and_area', 'registers.top_by_ff_count', 'Memory', ''),
('routing', 'post-route-drc-count', '0', ''),
('worst_setup_path', 'worst_ep_arrival_time', '2250', 'ps'),
('worst_setup_path', 'path_buffers', '4', ''),
('cts', 'tritoncts', 'done', ''),
('die', 'die-height', '114', 'um'),
('cts', 'ctsLongestPathBuffers', '2', ''),
('worst_setup_path', 'category_of_cells_accounting_for_the_largest_share_of_critical_path_delay', 'buffers and inverters', ''),
('final_timing', 'setup-violations-final', '1', ''),
('global_route', 'grt.total_usage', '28.1', '%'),
('die', 'fp_util', '52.0', '%'),
('yosys', 'ys.flop_type', 'dfrtp_1', ''),
('hold_path', 'holdCritPathClass', 'input pin to async pin', ''),
('flow_run', 'log.warning_count', '27', ''),
('yosys', 'yosys_warning_count', '2', ''),
('die', 'die_width', '114', 'um'),
('worst_setup_path', 'critical-path-slowest-cell', 'clkdlybuf4s50_1', ''),
('yosys', 'common_cells', 'mux2_2 (127), dfrtp_1 (124), nand3b_1 (35), a21oi_1 (21)', ''),
('yosys', 'synth_largest_type_area_fraction', '49.1', '%'),
('final_timing', 'post-route-worst-setup-slack', '-89.1', 'ps'),
('worst_setup_path', 'source_of_the_critical_timing_path', 'Address[2]', ''),
('worst_setup_path', 'critPathCaptureType', 'primary output', ''),
('routing', 'post_drt_via_cell_ratio', '5.75', ''),
('yosys', 'netlist.top_cell.by_instances', 'mux2_2', ''),
('cts', 'clock_sinks', '128', ''),
('power_and_ir_drop', 'max_vdd_drop', '558', 'uV'),
('power_and_ir_drop', 'power.share.sequential', '44.8', '%'),
('final_timing', 'final.setup.tns', '-89.1', 'ps'),
('cells_and_area', 'area_delta_synth_final', '29.4', '%'),
('status', 'outcome', 'finished, violations left', ''),
('worst_setup_path', 'cp_data_required_time', '2160', 'ps'),
('yosys', 'synthesized_instance_count', '500', ''),
('worst_setup_path', 'worst-r2r-setup-slack', '1810', 'ps'),
('final_timing', 'setup_repair_after_global_routing_missed_its_margin', 'yes', ''),
('cells_and_area', 'drive_gt1_share', '47.2', '%'),
('placement', 'portBuffers', '49', ''),
('cells_and_area', 'largest_register_ff_count', '128', ''),
('cts', 'tritoncts_buffer_count', '17', ''),
('worst_setup_path', 'critical_path_depth', '8', ''),
('routing', 'first_drt_iteration_drcs', '261', ''),
('yosys', 'synth.cellmix.simpleShare', '11.8', '%'),
('global_route', 'first_global_vias', '4554', ''),
('worst_setup_path', 'timing_worst_setup_path_type', 'input pin to primary output', ''),
('yosys', 'dominant_cell_type_by_area_after_synthesis', 'dfrtp_1', ''),
('routing', 'ant_nets', '0', ''),
('global_route', 'wire_length_of_the_first_global_routing_pass', '26000', 'um'),
('yosys', 'fraction_of_synthesized_area_in_multiplexers', '25.5', '%'),
('global_route', 'grt_start_max_net_pins', '66', ''),
('cts', 'clk_latency', '410', 'ps'),
('worst_setup_path', 'worst_setup_path_start_kind', 'input pin', ''),
('worst_setup_path', 'cpMostUsedCell', 'buf_4', ''),
('power_and_ir_drop', 'internal-power', '4.47', 'mW'),
('cells_and_area', 'registers_with_the_most_flip_flops', 'Memory: 128 flops', ''),
('yosys', 'numSynthFlops', '128', ''),
('status', 'violated_checks', 'negative setup slack', ''),
('worst_setup_path', 'reg2reg_to', 'Memory[2][2]', ''),
('worst_setup_path', 'worstPathMaxFanout', '6', '');
-- logic make-up (layout without fill, tap and decap cells) --
logic type,count (synthesis),count (layout)
mux,145,145
buf+inv,48,152
simple gates,110,110
flops,128,128
compound gates,69,69
-- stage by stage --
step | instance area, um^2 | util [%] | cells | setup slack [ps] | hold WS, ps
6_report | 8180 | 67.3 | 772 | -89.1 | 91.9
5_1_grt | 8180 | 67.3 | 772 | -161 | 115
4_1_cts | 8070 | 66.4 | 768 | -185 | 88.5
3_5_place_dp | 7250 | 59.6 | 726 | -670 | 493
3_3_place_gp | 7250 | 59.6 | 726 | -639 | 488
2_1_floorplan | 6320 | - | 500 | 463 | 244
-- cells in the final DEF (no fill, tap or decap), types with 3 or more instances in the layout --
cell type	synthesis	routed
clkbuf_8	0	4
clkbuf_16	0	17
mux2_2	127	127
mux2i_1	16	14
buf_6	2	7
nor2_1	8	8
nand3_1	12	10
a32o_1	4	4
a21oi_2	0	5
a211oi_1	5	3
a21oi_1	21	16
a22oi_1	6	6
nand2_1	9	8
buf_4	16	59
nor2_4	4	4
a22o_1	5	5
nand3b_1	35	35
a31oi_1	6	6
nand4_1	4	4
nor2_2	6	6
clkdlybuf4s50_1	0	38
dfrtp_1	124	124
buf_12	0	9
nand3_2	4	5
dfstp_2	4	4
nor2b_1	7	4
clkinv_2	0	5
o22ai_2	0	4
clkinvlp_4	0	3
o32a_1	3	3
dlygate4sd2_1	0	3
-- power groups by stage --
stage | Sequential (mW) | Combinational (mW) | Clock (mW)
after global routing | 2.72 | 1.26 | 2.27
after CTS | 2.66 | 1.15 | 2.18
final | 2.66 | 1.16 | 2.12
-- per-layer routing --
metal / track usage, % / part of all wire [%] / vias to the layer above
met1: 42.1 / 44 / 2239
li1: - / - / 2039
met3: 8.25 / 6.1 / 18
met4: 6.23 / 2.3 / 0
met5: 0 / 0 / -
met2: 42.7 / 47 / 143
-- cell type report --
class	instances	area, um^2
Fill cell	906	3980
Sequential cell	128	3210
Multi-Input combinational cell	324	3000
Timing Repair Buffer	121	1190
Clock buffer	21	480
Tap cell	168	210
Clock inverter	10	86.3
-- worst min path at each step --
stage / startpoint / end / slack, ps / cells past startpoint
5_1_grt: rst / Memory[9][4] / 120 / 1
6_report: rst / Memory[9][4] / 90 / 1
4_1_cts: rst / Memory[9][4] / 90 / 1
-- timing repair --
item / 4_1_cts / 5_1_grt
resized: 49 / 18
endpoints found under the setup margin: 8 / 5
pin swaps: 10 / 4
hold buffers: 0 / 0
cloned: 2 / 0
buffers inserted: 9 / 4
Power and IR drop assume default switching activity.
